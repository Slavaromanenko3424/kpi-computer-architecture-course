--- design/flow/config.mk ---
export PLATFORM = sky130hd
export DESIGN_NAME = registerFile
export DESIGN_NICKNAME = registerFile
export VERILOG_FILES = /design/flow/design.v
export SDC_FILE = /design/flow/constraint.sdc
export NUM_CORES = 4
export LEC_CHECK = 1
export CORE_UTILIZATION = 50
--- design/flow/constraint.sdc ---
current_design registerFile

set clk_period 6.4
set clk_io_pct 0.2

create_clock -name clk0 -period $clk_period [get_ports {clk}]

set non_clock_inputs [all_inputs -no_clocks]
set_input_delay [expr $clk_period * $clk_io_pct] -clock clk0 $non_clock_inputs
set_output_delay [expr $clk_period * $clk_io_pct] -clock clk0 [all_outputs]
--- design/flow/design.v ---
`timescale 1ns/1ps
`timescale 1ns/1ps
`timescale 1ns/1ps
`timescale 1ns/1ps
`timescale 1ns/1ps
`timescale 1ns/1ps
module registerFile (
input wire [4:0] i_R1, 
input wire [4:0] i_R2, 
input wire [4:0] i_W1, 
input wire [31:0] i_D1,
input wire We,
input wire clk,	
input wire arst_n,
output wire [31:0] r1,
output wire [31:0] r2
);
reg [31:0] regf[31:0];			
initial regf[0] = 32'b0; 
always @(posedge clk or negedge arst_n) begin
	if(~arst_n)begin
		integer i;
		for (i = 1; i < 32; i=i+1) begin
			regf[i] <=  {32{1'b0}};
			end
	end else if(We)begin 
		regf[i_W1] <= i_D1;
		regf[0] <= 32'b0;
	end
end
assign	r1 = regf[i_R1];
assign	r2 = regf[i_R2];
endmodule 
--- design/flow/run.sh ---
#!/bin/bash
# OpenROAD 26Q1-2900-gdf79404cd8, Yosys 0.63+post, stock flow scripts
make -C /OpenROAD-flow-scripts/flow DESIGN_CONFIG=/design/flow/config.mk WORK_HOME=/design/flow/orfs finish
==> flow_summary.yaml <==
# physical design summary
outcome:
  status: "complete, no violations"
route:
  wl_mm: 242.6
  wl_per_cell_um: 42.22
  drtIter0Drc: 4675
  firstDrtPassIters: 9
  ant_nets: 0
  route.detailed.drc: 0
  vias: 42500
  vias_per_cell: 7.397
timing:
  setup_viol: 0
  rsz0062_at_grt: "no"
  hold_viol: 0
  relSlewSlack: 0.1725
  slew_violations: 0
  min_period_over_period: 0.9883
  fin_crit_ns: 6.325
  fin_skew_ns: 0
  worst_pin_slew_ns: 1.238
  tns_ns: 0
  fmax_mhz: 158.1
hold_path:
  hold_path_end: "regf[25][3]$_DFFE_PN0P_"
  hp-start: "regf[25][3]$_DFFE_PN0P_"
  hold_class: "reg -> reg"
  hold_depth: 1
clock_tree:
  cts.sinks: 992
  cts.clk_slew.worst_paths_ns: 0.06
  h-tree-depth: 3
  cts_buffer_depth: 3
  cts_resized: 0
  cts_tree: "built"
  cts_buffers: 110
  cts_hold_buf: 0
  clockRootBuffer: "clkbuf_16"
  postCtsSetupRepairBufs: 0
  clock_latency_ns: 0.70
floorplanning:
  die_x_um: 321.1
  die_y_um: 321.1
  pin_count: 114
  num_rows: 116
  fp_util: 0.5068
  core_area_sq_um: 100400
  dieArea_sq_um: 103100
setup_path:
  end_kind: "output pin"
  critPathMaxStageDelay_ns: 1.02
  rrSetupSlack_ns: 5.51
  reg2reg_from: "regf[2][0]$_DFFE_PN0P_"
  crit_chain: "clkdlybuf4s50_1, nor3_2, buf_4, and2_1, buf_4, a22o_1, a221oi_1, nand4_1, clkdlybuf4s50_1"
  cp_data_arrival_time_ns: 5.05
  r2r-end: "regf[2][0]$_DFFE_PN0P_"
  reg2regPathDepth: 1
  slowest_stage: "nor3_2"
  startpoint_type: "input port"
  crit_fanout: 11
  critPathRequiredTime_ns: 5.12
  crit_type: "in -> out"
placed_design:
  dpl.hpwl_mm: 154.0
  io_buffers: 113
  dp_cells: 5536
  finalWeightedCongestion: 1.045
yosys:
  yosysCellCount: 4241
  ys_types: 60
  syn_avg_cell_area_sq_um: 12.00
  ys_area_sq_um: 50900
  synthCells: 4241
  yosys_warnings: 2
  async_reset_ff_frac: 1.000
  syn_area_sq_um: 50900
  synth_seq_share: 0.4877
  enable_flop_cells: 0
  synth_flops: 992
  synthFlopType: "dfrtp_1"
power:
  vdd_ir_drop_max_mv: 0.2401
  power_density_nw_per_um2: 308.7
  leakage_nw: 26.92
cells_and_area:
  areaGrowthSynthToFinish_pct: 15.12
  drive_gt1_frac: 0.3715
  largest_reg_flops: 992
  final_cell_mix: "mux2_2 (998), dfrtp_1 (992), a22oi_1 (561)"
  filler_cell_count: 8228
  regMostFlops: "regf"
  instances_no_fill: 5746
  lay_top_count: "mux2_2"
  reg_top3: "regf x992"
global_route:
  antenna_found_initial: 9
  overflow: 0
  grtUsageMet1: 0.6515
  grt.busiest_layer: "met2"
  first_global_vias: 42400
  grtUsageMet2: 0.6639
  grt_max_degree: 115
  grt_pass1_wl_mm: 336.0
  grt_use_total: 0.4956
  grt_use_met3: 0.2758
flow_run:
  tool_warnings: 37
  cap_violations: 0
[report_power, final]
group          internal, mW  total (mW)  leakage, nW  switching [mW]
Clock                  4.11        6.86         1.91            2.75
Combinational          1.39        2.55         12.3            1.16
Sequential             7.49        8.69         12.7            1.20
[synthesized netlist by cell type, types with 20 or more instances]
master	instances	area share
a2111oi_0	82	0.014
a2111oi_2	27	0.0080
a222oi_1	27	0.0053
a22o_1	40	0.0069
a22oi_1	561	0.083
and2_1	35	0.0043
and3_1	385	0.047
buf_1	57	0.0042
buf_2	56	0.0055
buf_6	24	0.0053
clkbuf_1	329	0.024
dfrtp_1	992	0.49
mux2_2	998	0.22
mux2i_1	27	0.0053
nand2_1	72	0.0053
nand3_1	133	0.013
nand4_1	102	0.013
nor2_1	29	0.0021
o22ai_1	20	0.0025
or4_1	55	0.0081
[logic make-up after synthesis]
kind of cell | Yosys count | synth area share
AND/OR/NAND/NOR | 917 | 0.1084
multiplexers | 1028 | 0.2267
buffers and inverters | 472 | 0.04016
flip-flops | 992 | 0.4877
AND-OR/OR-AND | 832 | 0.1370
[metrics by stage]
stage                     instance area, sq um  power (mW)  hold slack (ns)  setup slack, ns    util
after CTS                                58580       18.03           0.5173           0.3032  0.5833
final                                    58600       18.09           0.5199          0.07472  0.5835
after floorplan                          50900       9.799           0.4788            2.248       -
after global routing                     58580       18.62           0.5417          0.06156  0.5833
after detailed placement                 54680       11.22           0.5032           0.2969  0.5444
after global placement                   54680       11.18           0.5001           0.2935  0.5444
[worst max path at each step]
| stage | startpoint | to | cells after the start |
|---|---|---|---|
| 6_report | i_R2[0] | r2[18] | 9 |
| 5_1_grt | i_R2[0] | r2[18] | 9 |
| 4_1_cts | i_R2[1] | r2[26] | 8 |
[cell type report]
cell class | count | area [sq um] | share of cell area
diodes | 7 | 17.52 | 0.0002989
clock buffers | 163 | 3326 | 0.05675
clock inverters | 40 | 580.6 | 0.009907
inverters | 2 | 7.507 | 0.0001281
multi-input cells | 2777 | 24440 | 0.4171
flip-flops and latches | 992 | 24820 | 0.4236
well taps | 1357 | 1698 | 0.02897
repair buffers | 408 | 3709 | 0.06328
[critical path, delay by kind of cell]
kind                   cells  cell delay (ns)
AND/OR/NAND/NOR            3             1.58
buffers and inverters      4             1.89
AND-OR/OR-AND              2             0.26
[per-layer routing]
metal	share of wire	routed length (um)
met5	0.0014	338
met4	0.072	17480
met3	0.16	38630
met2	0.41	99560
met1	0.36	86590
Power figures rest on the tool's default switching activity, not on a simulated workload.
