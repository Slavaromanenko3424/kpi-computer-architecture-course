<file path="run.sh">
#!/bin/bash
# OpenROAD 26Q1-2900-gdf79404cd8, Yosys 0.63+post, stock flow scripts
make -C /OpenROAD-flow-scripts/flow DESIGN_CONFIG=/design/flow/config.mk WORK_HOME=/design/flow/orfs finish
</file>
<file path="config.mk">
export PLATFORM = sky130hd
export DESIGN_NAME = regfile
export DESIGN_NICKNAME = regfile
export VERILOG_FILES = /design/flow/design.v
export SDC_FILE = /design/flow/constraint.sdc
export NUM_CORES = 4
export LEC_CHECK = 1
export CORE_UTILIZATION = 30
</file>
<file path="constraint.sdc">
current_design regfile

set clk_period 7.9
set clk_io_pct 0.2

create_clock -name clk0 -period $clk_period [get_ports {clk}]

set non_clock_inputs [all_inputs -no_clocks]
set_input_delay [expr $clk_period * $clk_io_pct] -clock clk0 $non_clock_inputs
set_output_delay [expr $clk_period * $clk_io_pct] -clock clk0 [all_outputs]
</file>
<file path="design.v">
`timescale 1ns/1ps
`timescale 1ns/1ps
`timescale 1ns/1ps
`timescale 1ns/1ps
`timescale 1ns/1ps
`timescale 1ns/1ps
module mux2dimto1(in, sel, out);
parameter 	WIDTH=32,
			INPUTS=32;
localparam sel_width=$clog2(INPUTS);
input wire [WIDTH-1:0][INPUTS-1:0] in;
input wire [sel_width-1:0] sel;
output wire [WIDTH-1:0] out;
assign out=in[sel];
endmodule
`timescale 1ns/1ps
module regfile  (clk, we, arstn, ra, rb, waddr, wdata, rd1, rd2);
parameter 	REGS_NUM = 32,
			REGS_WIDTH = 32;
localparam addr_width = $clog2(REGS_NUM);
input wire clk;
input wire we;
input wire arstn;
input wire [addr_width-1:0] ra, rb, waddr;
input wire [REGS_WIDTH-1:0] wdata;
output wire [REGS_WIDTH-1:0] rd1, rd2;
reg [REGS_WIDTH-1:1][REGS_NUM-1:0] regs; 
wire [REGS_WIDTH-1:0][REGS_NUM-1:0] state;
always_ff @ (posedge clk or negedge arstn) begin
	if(!arstn)regs <= '0;
	else if (we && waddr) regs[waddr] <= wdata;
	else regs <= regs;
end
assign state[31:1] = regs[31:1];
assign state[0] = 32'h0;
mux2dimto1 #(32,32) mux1 (.in(state),.out(rd1),.sel(ra));
mux2dimto1 #(32,32) mux2 (.in(state),.out(rd2),.sel(rb));
endmodule
</file>
==> impl_metrics.env <==
# yosys + openroad results
export IMPL_drv_cap=0
export IMPL_whs_ns=0.5102
export IMPL_yosys_area_top_type="dfrtp_1"
export IMPL_slew_violations=0
export IMPL_drt_first_pass_iters=5
export IMPL_netlist_instances=3214
export IMPL_yosysSeqAreaShare_pct=46.78
export IMPL_slew_headroom_pct=41.15
export IMPL_cts_tree="done"
export IMPL_path_cells="buf_8, buf_4, mux4_2, mux4_2, mux2_2, clkdlybuf4s50_1"
export IMPL_rows=153
export IMPL_largest_reg_flops=992
export IMPL_antenna_found_initial=3
export IMPL_dieHeight_um=422.6
export IMPL_synth_stat_cells=3214
export IMPL_hpwl_mm=94.95
export IMPL_critPathTopFamily="buffers and inverters"
export IMPL_drive_above_1_share_pct=61.29
export IMPL_status="finished, final reports clean"
export IMPL_tightest_slew_ns=0.8760
export IMPL_hold_path_class="flop to flop"
export IMPL_clkLatencyLatePin_ns=0.70
export IMPL_register_area_mm2=0.02482
export IMPL_criticalPathCategory="input port to primary output"
export IMPL_regMostFlops="regs"
export IMPL_cp_max_fo=53
export IMPL_post_place_ws_ns=1.107
export IMPL_die_area_mm2=0.1786
export IMPL_diodes=0
export IMPL_p_leak_nw=26.59
export IMPL_synth_area_per_cell_um2=16.51
export IMPL_synth_warnings=1
export IMPL_worst_slack_ns=1.580
export IMPL_worstPathRequired_ns=6.32
export IMPL_timing_final_crit_share_pct=80.00
export IMPL_p_per_area_mw_per_mm2=263.2
export IMPL_setup_tns_ns=0
export IMPL_vdd_ir_drop_max_v=0.0001944
export IMPL_core_area_mm2=0.1748
export IMPL_cts_hold_buffers=0
export IMPL_wl_mm=160.8
export IMPL_wl_per_cell_um=28.70
export IMPL_endpoint_kind="primary output"
export IMPL_fin_skew_ns=0
export IMPL_start_kind="input port"
export IMPL_arrival_ns=4.74
export IMPL_antenna_left=0
export IMPL_async_reset_ff_share_pct=100.0
export IMPL_numPortBuffers=113
export IMPL_grt_pass1_wl_mm=237.7
export IMPL_rsz0062_at_grt="false"
export IMPL_ys_chip_area_mm2=0.05306
export IMPL_hold_viol_final=0
export IMPL_comb_area_mm2=0.02720
export IMPL_warnings=36
export IMPL_first_iter_violations=1554
export IMPL_setup_viol=0
export IMPL_cts_setup_buffers=0
export IMPL_synth_distinct_cells=36
export IMPL_fp_util_pct=30.36
export IMPL_fmax_mhz=158.2
export IMPL_ff_type="dfrtp_1"
export IMPL_cts_root_buffer="clkbuf_16"
export IMPL_cts_buffers=99
export IMPL_synth_most_common_cell="mux2_2"
export IMPL_critPathBufInv=3
export IMPL_synth_edff_count=0
export IMPL_cts_sinks=992
export IMPL_numSynthFlops=992
export IMPL_grt_max_degree=129
export IMPL_io_pins=114
export IMPL_final_area_mm2=0.06067
export IMPL_die_width_um=422.6
export IMPL_syn_area_mm2=0.05306
export IMPL_via_per_inst=5.511
export IMPL_critPathSlowestCell="buf_4"
export IMPL_path_clk_slew_ns=0.06
export IMPL_grt_overflow=0
export IMPL_netlist_area_leader_share_pct=46.78
export IMPL_n_fill_cell=16359
export IMPL_syn_to_final_growth_pct=14.34
export IMPL_place_area_mm2=0.05739
export IMPL_route_detailed_drc=0
export IMPL_clk_path_buf_depth=3
export IMPL_grt_pass1_vias=33350
export IMPL_ctsResizeCount=0
export IMPL_top_regs="regs x992"
export IMPL_finalCriticalPeriod_ns=6.320
export IMPL_grt_usage_pct=19.11
export IMPL_synth_area_top_cells="dfrtp_1, mux4_2, mux2_2, clkbuf_1, a22o_1"
export IMPL_cpMostUsedCell="mux4_2"
export IMPL_via_count=30880
export IMPL_common_cells="mux2_2, dfrtp_1, mux4_2"
export IMPL_routabilityCongestion=0.8379
export IMPL_h_tree_depth=3
export IMPL_max_stage_delay_ns=0.68
==> placed cells by master (no fill, tap or decap), types with 21 or more instances in the layout <==
cell	synthesis	final
mux2_2	1094	1094
dfrtp_1	992	992
mux4_2	576	576
buf_4	0	113
clkbuf_16	0	102
clkdlybuf4s50_1	0	102
a22o_1	63	63
nand3_4	0	28
mux2_1	26	26
buf_12	0	23
clkbuf_8	0	21
==> layer usage <==
| layer | up-vias | part of all wire, % | global-route usage (%) |
|---|---|---|---|
| met5 | - | 0.032 | 0.3226 |
| met1 | 16870 | 38 | 24.32 |
| li1 | 12663 | - | - |
| met2 | 1092 | 50 | 31.02 |
| met4 | 4 | 3.8 | 5.761 |
| met3 | 251 | 8.3 | 7.005 |
==> path summary, 6_finish.rpt <==
path,start,to,slack [ns],cells after the start
max,ra[0],rd1[17],1.58,6
min,regs[5],regs[5],0.51,1
max reg2reg,regs[514],regs[514],7.07,1
min reg2reg,regs[5],regs[5],0.51,1
max in group asynchronous,arstn,regs[942],5.24,3
min in group asynchronous,arstn,regs[808],0.80,1
==> cells by family after synthesis <==
logic type / after synthesis / share of synthesized area (%)
multiplexers: 1696 / 48.22
flip-flops: 992 / 46.78
buffers and inverters: 362 / 2.738
AND/OR/NAND/NOR: 79 / 0.8159
AND-OR/OR-AND: 69 / 1.106
adder cells (fa/ha/maj): 9 / 0.2122
XOR/XNOR: 7 / 0.1297
==> where the power goes <==
part | switching (mW) | internal (mW) | leakage [nW]
clock network | 2.06 | 2.78 | 1.62
registers | 0.873 | 6.36 | 13.3
logic | 1.35 | 2.54 | 11.7
total | 4.29 | 11.7 | 26.6
==> layout make-up <==
class | count | area share (%)
clock buffer | 142 | 4.801
clock inverter | 32 | 0.6083
inverter | 5 | 0.03093
multi-input combinational | 1860 | 44.83
sequential | 992 | 40.91
tap | 2325 | 4.795
timing repair buffer | 247 | 4.017
==> per-stage QoR <==
stage	std cells	power [mW]	util (%)
6_report	5603	15.97	34.71
5_1_grt	5603	16.71	34.71
3_3_place_gp	5429	11.11	32.84
4_1_cts	5603	16.13	34.71
2_1_floorplan	3214	9.857	-
3_5_place_dp	5429	11.23	32.84
Power and IR drop assume default switching activity.
