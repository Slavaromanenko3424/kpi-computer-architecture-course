==> flow/run.sh <==
#!/bin/bash
# OpenROAD 26Q1-2900-gdf79404cd8, Yosys 0.63+post, stock flow scripts
make -C /OpenROAD-flow-scripts/flow DESIGN_CONFIG=/design/flow/config.mk WORK_HOME=/design/flow/orfs finish
==> flow/config.mk <==
export PLATFORM = sky130hd
export DESIGN_NAME = gpio
export DESIGN_NICKNAME = gpio
export VERILOG_FILES = /design/flow/design.v
export SDC_FILE = /design/flow/constraint.sdc
export NUM_CORES = 4
export LEC_CHECK = 1
export CORE_UTILIZATION = 30
==> flow/constraint.sdc <==
current_design gpio

set clk_period 12.0
set clk_io_pct 0.2

create_clock -name clk0 -period $clk_period [get_ports {clk}]

set non_clock_inputs [all_inputs -no_clocks]
set_input_delay [expr $clk_period * $clk_io_pct] -clock clk0 $non_clock_inputs
set_output_delay [expr $clk_period * $clk_io_pct] -clock clk0 [all_outputs]
==> flow/design.v <==
`timescale 1ns/1ps
`timescale 1ns/1ps
`timescale 1ns/1ps
`timescale 1ns/1ps
`timescale 1ns/1ps
`timescale 1ns/1ps
module gpio(gpio_d_in, gpio_addr, we, clk, arst_n, gpio_d_out, io);
input wire [32-1:0] gpio_d_in;
input wire [32-1:0] gpio_addr;
input wire we;
input wire clk;
input wire arst_n;
output reg [32-1:0] gpio_d_out;
inout wire [32-1:0] io;
reg [32-1:0] gpio_regs [130:128];
wire [32-1:0] ddr_w;
wire [32-1:0] pin_w;
wire [32-1:0] port_w;
assign ddr_w = gpio_regs[128];
assign port_w = gpio_regs[130];
gpio_cell gpio_0[32-1:0](ddr_w, port_w, pin_w, io) ;
always @(posedge clk or negedge arst_n) begin
	if(!arst_n) begin
		gpio_regs[128] <= 32'b0;
		gpio_regs[130] <= 32'b0;
	end
	else if(we)
			casez(gpio_addr)
				128: gpio_regs[128] = gpio_d_in;
				130: gpio_regs[130] = gpio_d_in;
				default: begin
					gpio_regs[128] <= 32'b0;
					gpio_regs[130] <= 32'b0;
				end
			endcase
end
always @* begin
	gpio_regs[129] <= pin_w;
	casez(gpio_addr)
		128: gpio_d_out = gpio_regs[128];
		130: gpio_d_out = gpio_regs[130];
		129: gpio_d_out <= gpio_regs[129];
		default: gpio_d_out = 0;
	endcase
end
endmodule
module gpio_cell(ddr, port, pin, io);
	input wire port;
	input wire ddr;
	output wire pin;
	inout wire io;
	assign io = ddr ? port : 1'bz;
	assign pin = io;
endmodule
==> impl_metrics.yaml <==
# generated from flow reports
yosys:
  synth_top_area_share_pct: 44.76
  number_of_enable_flip_flop_cells: 0
  synthesis.area_per_instance_um2: 13.20
  seq_area_frac_synth_pct: 44.76
  async_reset_ff_share_pct: 100.0
  synth_flop_count: 64
  syn_inst: 271
  synth_area_leader_cell: "dfrtp_1"
  netlist_area_um2: 3578
  yosysCellCount: 271
  yosysUniqueCellTypes: 21
  ys_warn_count: 3
  yosys.stat.chipArea_um2: 3578
  netlist_top_cells_count: "dfrtp_1 (64), and3_1 (63), mux2_4 (60), a22o_1 (32), clkbuf_1 (18)"
  yosys_most_used_dff: "dfrtp_1"
  ys_top_cells_by_area: "dfrtp_1 (45%), mux2_4 (25%), and3_1 (11%)"
  synth.most_common_cell: "dfrtp_1"
clock_network:
  cts_buffers: 9
  cts-resized-gates: 0
  numClockSinks: 64
  cts-root-to-sink-buffers: 2
  postCtsSetupBuffers: 0
  cts_htree_levels: 3
  buffer_type_at_the_clock_tree_root: "clkbuf_16"
  hold_buffers: 0
die:
  placement_rows: 39
  boundaryPins: 131
  die-width_um: 111.2
  initial_utilization_pct: 31.07
  height_of_the_chip_um: 111.2
run_status:
  step_where_the_flow_halted: "clock tree synthesis"
  tool.error: "[error] [KeplerFormal.cpp:679] Workflow failed: Iso has multiple drivers: .io0, io[0]$_DFFE_PN0P_.Q0"
  outcome: "stopped before the end"
placement:
  dpl.hpwl_um: 6031
  finalWeightedCongestion: 0.7395
  dp.cells: 491
  place.port_buffers: 98
## per-stage QoR
| stage | hold slack [ns] | setup slack (ns) | instance area [um2] |
|---|---|---|---|
| floorplan | 0.4811 | 5.664 | 3578 |
| global placement | 0.4975 | 4.082 | 4639 |
| detailed placement | 0.4941 | 4.081 | 4639 |
## kinds of logic after synthesis
| group | count (synthesis) | share of synthesized area [%] |
|---|---|---|
| compound gates | 34 | 8.462 |
| buf+inv | 28 | 4.545 |
| mux | 64 | 26.43 |
| simple gates | 80 | 15.56 |
| flops | 64 | 44.76 |
| xor+xnor | 1 | 0.2448 |
